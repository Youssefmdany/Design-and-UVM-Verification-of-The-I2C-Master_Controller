### flow/run.sh
#!/bin/bash
# OpenROAD 26Q1-2900-gdf79404cd8, Yosys 0.63+post, stock flow scripts
make -C /OpenROAD-flow-scripts/flow DESIGN_CONFIG=/design/flow/config.mk WORK_HOME=/design/flow/orfs finish
### flow/config.mk
export PLATFORM = sky130hd
export DESIGN_NAME = I2C_Master
export DESIGN_NICKNAME = I2C_Master
export VERILOG_FILES = /design/flow/design.v
export SDC_FILE = /design/flow/constraint.sdc
export NUM_CORES = 4
export LEC_CHECK = 1
export CORE_UTILIZATION = 40
### flow/constraint.sdc
current_design I2C_Master

set clk_period 4.9
set clk_io_pct 0.2

create_clock -name clk0 -period $clk_period [get_ports {clk}]

set non_clock_inputs [all_inputs -no_clocks]
set_input_delay [expr $clk_period * $clk_io_pct] -clock clk0 $non_clock_inputs
set_output_delay [expr $clk_period * $clk_io_pct] -clock clk0 [all_outputs]
### flow/design.v
module I2C_Master#( 
				 parameter Start_CMD = 3'b000,
				 parameter Stop_CMD = 3'b001,
				 parameter Read_CMD = 3'b010,
				 parameter Write_CMD = 3'b011,
				 parameter Restart_CMD = 3'b100
                                                                     ) 
		  (
           	                 input logic clk,
				 input logic reset,
			         input logic wr_i2c,
                                 input logic[7:0]  data_in,
                                 input logic[2:0] cmd,
				 input logic[15:0] dvsr,
				 output logic[7:0] data_out,
				 output logic ready,
				 output logic done_tick,
				 output logic ACK,
				 output tri SCL,
				 inout tri SDA 
						                 );
  typedef enum {idle, hold, start1, start2, data1, data2, data3, data4, 
      data_end, restart, stop1, stop2   } State_Type;
State_Type State_reg, State_next;
logic[8:0] TX_reg, TX_next;  
logic[8:0] RX_reg, RX_next;  
logic[2:0] CMD_reg, CMD_next;
logic[15:0] Count_reg, Count_next;
logic[3:0] NumBits_reg, NumBits_next;  
logic[15:0] Quarter, Half;  
logic sda_t,sda_reg,scl_t,scl_reg,data_proc;
logic link,NACK;  
logic done_tick_reg,done_tick_next, ready_t; 
assign SCL = scl_reg ? 1'b1 : 1'b0 ;   
assign link = (data_proc && CMD_reg==Write_CMD && NumBits_reg==8) || 
                    (data_proc && CMD_reg==Read_CMD && NumBits_reg<8);
assign SDA = (link || sda_reg) ? 1'b1 : 1'b0 ;
assign Quarter = dvsr;
assign Half = dvsr * 2;
always_ff@(posedge clk, posedge reset) begin 
   if(reset) begin 
	    scl_reg <= 1;
		 sda_reg <= 1;
	      end
	else begin 
	    scl_reg <= scl_t;
		 sda_reg <= sda_t;
	      end
end
always_ff@(posedge clk, posedge reset) begin 
 if(reset) begin 
	    State_reg = idle;
	    TX_reg <= 0;
            RX_reg <= 0;
            CMD_reg <= 0;
            Count_reg <= 0; 
	    NumBits_reg <= 0;       
	    done_tick_reg <= 0;
	      end
	else begin 
	   State_reg = State_next;
	   TX_reg <= TX_next;
           RX_reg <= RX_next;
           CMD_reg <= CMD_next;
           Count_reg <= Count_next; 
           NumBits_reg <= NumBits_next; 
	   done_tick_reg <= done_tick_next;
	      end
end
always_comb begin 
      State_next = State_reg;
      TX_next = TX_reg;
      RX_next = RX_reg;
      CMD_next = CMD_reg;
      Count_next = Count_reg +1 ; 
      NumBits_next = NumBits_reg; 	
      sda_t = 1'b1;
      scl_t = 1'b1;
      done_tick_next = done_tick_reg;
      ready_t = 1'b0;
      data_proc = 1'b0;
		 case (State_reg) 
		    idle: begin 
				  ready_t = 1'b1;
				  if(wr_i2c && cmd==Start_CMD) begin 
				     State_next = start1;
				     Count_next = 0;
				  end
			 end
		    start1: begin 
				  sda_t = 1'b0;
				  if(Count_reg==Half) begin 
				     State_next = start2;
				     Count_next = 0;
				  end
			 end
		    start2: begin 
				  sda_t = 1'b0;
				  scl_t = 1'b0;
				  if(Count_reg==Quarter) begin 
				     State_next = hold;
				     Count_next = 0;
				  end
			 end
		    hold: begin 
				  ready_t = 1'b1;			         
				  sda_t = 1'b0;
				  scl_t = 1'b0;
				  if(wr_i2c) begin 
				     CMD_next = cmd;
				     Count_next = 0;
					    case(cmd) 
						   Restart_CMD: begin 
				                            State_next = restart;
							end
						   Stop_CMD: begin 
				                            State_next = stop1;
							end
						   default: begin 
				                            State_next = data1;
							    NumBits_next = 0;
							    TX_next = { data_in , NACK };
							end
				    endcase
				  end
			 end
		    data1: begin 
				  sda_t = TX_reg[8];
				  scl_t = 1'b0;
			          data_proc = 1'b1;
				  if(Count_reg==Quarter) begin 
				     State_next = data2;
				     Count_next = 0;
				  end
			 end
		    data2: begin 
				  sda_t = TX_reg[8];
				  scl_t = 1'b1;     
			          data_proc = 1'b1;
				  if(Count_reg==Quarter) begin 
				     State_next = data3;
				     Count_next = 0;
				     RX_next = { RX_reg[7:0] , SDA } ;
				  end
			 end
		    data3: begin 
				  sda_t = TX_reg[8];
				  scl_t = 1'b1;     
			          data_proc = 1'b1;
				  if(Count_reg==Quarter) begin 
				     State_next = data4;
				     Count_next = 0;
				  end
			 end
		    data4: begin 
				  sda_t = TX_reg[8];
				  scl_t = 1'b0;    
			          data_proc = 1'b1;
				  if(Count_reg==Quarter) begin 
				     Count_next = 0;
				     if(NumBits_reg==8) begin 
				       State_next = data_end;
				       done_tick_next = 1'b1;
					  end
					  else begin 
					    TX_next = { TX_reg[7:0] , 1'b0 };
                                            NumBits_next = NumBits_reg + 1;
				            State_next = data1;
					  end
				  end
			 end
		    data_end: begin 
				  sda_t = 1'b0;
				  scl_t = 1'b0;    
				  if(Count_reg==Quarter) begin 
				     done_tick_next= 1'b0;
				     State_next = hold;
				     Count_next = 0;
				  end
			 end
		    restart: begin 
				  if(Count_reg==Half) begin 
				     State_next = start1;
				     Count_next = 0;
				  end
			 end
		    stop1: begin 
				  sda_t = 1'b0;
				  if(Count_reg==Quarter) begin 
				     State_next = stop2;
				     Count_next = 0;
				  end
			 end
		    stop2: begin 
				  sda_t = 1'b1;  
				  scl_t = 1'b1;  
				  if(Count_reg==Half) begin 
				     State_next = idle;
				     Count_next = 0;
				  end
			 end
		    default: begin 
				  if(Count_reg==Half) begin 
				     State_next = idle;
				     Count_next = 0;
				  end
			 end
	   endcase		 
end
assign  data_out = RX_reg[8:1];
assign  ACK = RX_reg[0];
assign  NACK = data_in[0];
assign  done_tick = done_tick_reg;	
assign  ready = ready_t;	
endmodule 			
==> impl_metrics.yaml <==
# flow metrics
synth:
  synthAoiAreaFrac_pct: 7.219
  syn_avg_cell_area_sq_um: 10.89
  enable_flop_cells: 0
  yosysTopAreaCell: "dfrtp_1"
  ys_sh_adder_pct: 1.282
  postSynthSeqShare_pct: 47.97
  synth.area.mux_share_pct: 10.68
  synth.top_cell.area_share_pct: 45.28
  ys_ff: 56
  synth_warnings: 1
  syn-instance-count: 269
  flop_cell: "dfrtp_1"
  xor_share_pct: 13.75
  netlist_area_sq_mm: 0.002929
  yosys_cells: 269
  yosys_area_sq_mm: 0.002929
  synthTopCellsByArea: "dfrtp_1, xor2_1, mux2_2"
  synth_cell_types: 42
  synth.cellmix.simpleShare_pct: 16.57
  top_logic_kind: "simple AND/OR/NAND/NOR gates"
  async_flop_share_pct: 100.0
cts:
  htreeDepth: 2
  cts.path.max_buffers: 2
  cts_made_buffers: 5
  cts_hold_buf: 0
  clock-sinks: 56
  cts_setup_buffers: 0
  clockRootBuffer: "clkbuf_8"
  cts_resized: 0
placement:
  io_buffer_count: 41
  hpwl_mm: 4.178
  gp_congestion: 0.8842
floorplanning:
  fp_util_pct: 42.18
  die_w_microns: 87.57
  pin_count: 43
  die_y_microns: 87.57
  fp-row-count: 30
run_status:
  error: "[error] [KeplerFormal.cpp:679] Workflow failed: Iso has multiple drivers: .SDA0, _363_.X0"
  haltStage: "4_1_cts"
  outcome: "stopped before the end"
cells by family after synthesis:
group,count (synthesis)
adders and majority gates,3
AOI/OAI and AO/OA,29
DFF,56
and+or+nand+nor,92
muxes,28
xor gates and xnor gates,46
buffers and inverters,15
cell usage after synthesis, types with 2 or more instances:
cell / count
buf_2: 2
o22ai_1: 3
inv_1: 9
and3_1: 11
buf_6: 2
dfrtp_1: 53
dfstp_2: 3
nand2_1: 18
a21oi_1: 5
xor2_1: 37
and4_1: 2
mux2_2: 26
nand3_1: 6
and2_1: 2
o21ai_0: 8
ha_1: 3
xnor2_1: 9
nand4_1: 3
a22o_1: 6
nor2_1: 25
nor3_1: 5
mux2i_1: 2
nor4_1: 9
clkbuf_1: 2
metrics by stage:
step / instances / worst slack, ns / instance area (sq um)
after detailed placement: 401 / 1.333 / 3427
after global placement: 401 / 1.423 / 3427
after floorplan: 269 / 2.418 / 2929
